==> flow/design.v <==
module asynchronous_fifo #(
  parameter data_width=4,
  parameter addr_width=3,
  parameter depth=1<<addr_width ) 
  ( input wr_clk,
    input wr_en,
    input wr_reset,
    input [data_width-1:0] data_in,
    input rd_clk,
    input rd_en,
    input rd_reset,
    output reg [data_width-1:0]data_out,
    output reg empty,
    output reg full);
  wire wfull,rempty;
  reg [data_width-1:0]ram[depth-1:0];
  reg [addr_width:0]wr_ptr,wr_next,wr_ptr_gray;
  reg [addr_width:0]rd_ptr,rd_next,rd_ptr_gray;
  reg [addr_width:0] rd_gray_syn_wr1,rd_gray_syn_wr2;
  reg [addr_width:0] wr_gray_syn_rd1,wr_gray_syn_rd2;
  always @(posedge wr_clk or posedge wr_reset) begin
    if(wr_reset)begin
      wr_ptr<=0;
      wr_next<=0;
      wr_ptr_gray<=0;
      rd_gray_syn_wr1<=0;
      rd_gray_syn_wr2<=0;
    end
    else begin
      if(!full&&wr_en)begin
        ram[wr_ptr[addr_width-1:0]]<=data_in;
        wr_next = wr_ptr + 1;        
        wr_ptr <= wr_next;           
        wr_ptr_gray<=(wr_next)^(wr_next>>1);
      end
       rd_gray_syn_wr1<=rd_ptr_gray;
       rd_gray_syn_wr2<=rd_gray_syn_wr1;
    end
  end
  always @(posedge rd_clk or posedge rd_reset)begin
    if(rd_reset)begin
      rd_ptr<=0;
      rd_ptr_gray<=0;
      rd_next <=0;
      wr_gray_syn_rd1<=0;
      wr_gray_syn_rd2<=0;
      data_out<=0;
    end
   else begin
     if(!empty&& rd_en)begin
       data_out<=ram[rd_ptr[addr_width-1:0]];
       rd_next = rd_ptr + 1;        
       rd_ptr <= rd_next;           
       rd_ptr_gray<=(rd_next)^(rd_next>>1);
     end
      wr_gray_syn_rd1<=wr_ptr_gray;
      wr_gray_syn_rd2<=wr_gray_syn_rd1; 
   end
  end
  always @(posedge wr_clk or posedge wr_reset)begin
    if(wr_reset)begin
      full<=0;
    end
  else
    full<=wfull;
  end
  assign wfull=(wr_ptr_gray=={~rd_gray_syn_wr2[addr_width:addr_width-1],rd_gray_syn_wr2[addr_width-2:0]});
  always @(posedge rd_clk or posedge rd_reset)begin
    if(rd_reset)begin
      empty<=1;
  end
    else 
      empty<=rempty;
  end
  assign rempty = (rd_ptr_gray == wr_gray_syn_rd2 );
endmodule
==> flow/run.sh <==
#!/bin/bash
# OpenROAD 26Q1-2900-gdf79404cd8, Yosys 0.63+post, stock flow scripts
make -C /OpenROAD-flow-scripts/flow DESIGN_CONFIG=/design/flow/config.mk WORK_HOME=/design/flow/orfs finish
==> flow/config.mk <==
export PLATFORM = sky130hd
export DESIGN_NAME = asynchronous_fifo
export DESIGN_NICKNAME = asynchronous_fifo
export VERILOG_FILES = /design/flow/design.v
export SDC_FILE = /design/flow/constraint.sdc
export NUM_CORES = 4
export LEC_CHECK = 1
export CORE_UTILIZATION = 40
==> flow/constraint.sdc <==
current_design asynchronous_fifo

set clk_period 1.7
set clk_io_pct 0.2

create_clock -name clk0 -period $clk_period [get_ports {rd_clk}]
create_clock -name clk1 -period $clk_period [get_ports {wr_clk}]

set non_clock_inputs [all_inputs -no_clocks]
set_input_delay [expr $clk_period * $clk_io_pct] -clock clk0 $non_clock_inputs
set_output_delay [expr $clk_period * $clk_io_pct] -clock clk0 [all_outputs]
==> flow_summary.yaml <==
# physical design summary
timing:
  layout_setup_ws_ns: 0.111
  final_hold_viol_count: 0
  worst_pin_slew_ns: 0.586
  final_max_slew_viol_count: 0
  finalSetupViolations: 0
  tns_ns: 0
  rsz0062_at_grt: "true"
  skew_ns: 0.00577
  slew_headroom_pct: 60.9
  holdWs_ns: 0.347
cells_and_area:
  fin_util_pct: 49.1
  comb_area_sq_um: 843
  area_delta_synth_final_pct: 16.5
  postLayoutCellArea_sq_mm: 0.00319
  fillCellCount: 537
  seqCellArea_sq_mm: 0.00186
  layout-drive-gt1-share_pct: 16.7
worst_setup_path:
  end_kind: "flop"
  crit_arrival_ns: 1.73
  critical_path_class: "flop to flop"
  critPathLaunchType: "flop"
  cp_max_fo: 5
  cp.required_ns: 1.84
grt:
  grt_max_degree: 17
  overflow: 0
  track_usage_pct: 14.4
  antenna_found_initial: 0
  grt_pass1_wl_mm: 7.47
  grt_pass1_vias: 1557
synthesis:
  syn_area_sq_mm: 0.00274
  syn_inst: 187
  syn_avg_cell_area_sq_um: 14.7
  synth-warning-count: 2
  ys_area_sq_mm: 0.00274
  ys_types: 34
  postSynthSeqShare_pct: 68.0
  numSynthFlops: 68
  ys_cells: 187
clocking:
  cts-hold-fix-buffers: 0
  cts_tree: "built"
  cts_resized: 0
  cts_sinks: 68
  post_cts_buffers: 0
  path_clk_slew_ns: 0.07
floorplan:
  fp.dieH_microns: 84.8
  core-area_sq_mm: 0.00649
  rows: 29
  die_w_microns: 84.8
  floorplan.io_pins: 16
  die-area_sq_mm: 0.00719
  fp_util_pct: 42.2
routing:
  drt_pre_antenna_iters: 6
  routed_wirelength_mm: 4.44
  via_per_inst: 5.14
  dr.first_iter.drc_count: 53
  wl_per_cell_microns: 15.2
  drcViolationCount: 0
  ant_nets: 0
  n_antenna_cell: 0
  vias: 1500
power:
  ir_drop_v: 0.000564
  p_int_mw: 3.81
  p_comb_share_pct: 34.9
  seq_power_share_pct: 45.9
  pwr_density_cell_mw_per_mm2: 1740
  p_sw_mw: 1.74
  pwr-share-clk_pct: 19.2
  sw_frac_of_total_pct: 31.3
  p_leak_nw: 1.27
place:
  io_buffers: 14
  place_ws_ns: -0.139
  place_area_sq_mm: 0.00300
  hpwl_mm: 3.34
  gp_congestion: 0.825
flow_run:
  log.warning_count: 35
  max_cap_viol_count: 0
outcome:
  outcome: "completed"
min_path:
  hold_class: "input port to async pin"
## flip-flops by register name (all words and copies together) (netlist names)
| signal | count |
|---|---|
| data_out | 4 |
| wr_ptr | 3 |
| rd_gray_syn_wr2 | 4 |
| rd_gray_syn_wr1 | 4 |
| ram | 32 |
| rd_ptr_gray | 3 |
| rd_ptr | 4 |
| wr_gray_syn_rd2 | 4 |
| empty | 1 |
| full | 1 |
| wr_ptr_gray | 4 |
| wr_gray_syn_rd1 | 4 |
## layer usage
layer	routed length (microns)	up-vias	global-route usage, %
li1	-	717	-
met1	1920	721	20.4
met2	1980	50	20.9
met3	411	12	6.97
met4	123	0	4.01
met5	0	-	1.40
## cell usage in the layout, fill, tap and decap left out, drive strengths merged, types with 2 or more instances in the layout
cell and instances:
xor2 14, dfrtp 35, ha 12, a211oi 3, and3 3, and2 5, buf 9, nor3 4
nor4 2, a22oi 7, inv 8, nand2 13, a32o 3, edfxtp 32, clkinv 2, o21ai 10
nand2b 2, nand3 3, clkbuf 9, nor2 6, xnor2 6, clkdlybuf4s50 14, a221oi 4
## cell type report
| class | count | share of cell area, % |
|---|---|---|
| clock buffers | 9 | 3.57 |
| clock inverters | 3 | 1.18 |
| inverters | 8 | 0.941 |
| multi-input cells | 104 | 26.4 |
| flip-flops and latches | 68 | 58.4 |
| well taps | 77 | 3.02 |
| repair buffers | 23 | 6.51 |
## metrics by stage
stage / total power, mW / instances
2_1_floorplan: 3.84 / 187
3_3_place_gp: 4.40 / 280
3_5_place_dp: 4.44 / 280
4_1_cts: 5.52 / 292
5_1_grt: 5.97 / 292
6_report: 5.55 / 292
## synthesized netlist by cell type (all sizes together)
cell	number	share of area, %
and3	3	0.69
xnor2	6	1.9
dfrtp	35	32
inv	8	1.1
a32o	3	1.1
a2bb2oi	1	0.55
nand2	13	1.8
nor3	4	1.3
edfxtp	32	35
a21oi	1	0.18
o21ai	10	1.8
ha	12	5.5
nand2b	2	0.46
clkbuf	2	0.32
a221oi	4	1.3
buf	5	1.4
xor2	14	4.5
a211oi	3	1.4
a22oi	7	1.9
nand3	3	0.73
o21ba	1	0.37
and2	5	1.1
nor2b	1	0.23
a222oi	1	0.37
dfstp	1	0.96
nor2	6	0.82
nor4	2	0.46
mux2	1	0.41
or3	1	0.41
## power groups by stage
stage                 registers [mW]  clock network, mW  logic (mW)
after CTS                       2.55               1.10        1.87
after global routing            2.62               1.17        2.18
final                           2.55               1.06        1.94
## final timing paths
| check | start | to | slack, ns | depth (start not counted) |
|---|---|---|---|---|
| min in group clk0 | wr_gray_syn_rd1[3]$_DFF_PP0_ | wr_gray_syn_rd2[3]$_DFF_PP0_ | 0.35 | 0 |
| worst max register to register | rd_ptr[0]$_DFFE_PP0P_ | data_out[2]$_DFFE_PP0P_ | 0.11 | 5 |
| max in group asynchronous | wr_reset | rd_gray_syn_wr2[1]$_DFF_PP0_ | 0.82 | 2 |
| worst max-delay path | rd_ptr[0]$_DFFE_PP0P_ | data_out[2]$_DFFE_PP0P_ | 0.11 | 5 |
| max in group clk1 | wr_en | ram[1][0]$_DFFE_PP_ | 0.11 | 4 |
| worst min-delay path | rd_reset | wr_gray_syn_rd2[3]$_DFF_PP0_ | 0.35 | 2 |
| min in group clk1 | rd_gray_syn_wr1[0]$_DFF_PP0_ | rd_gray_syn_wr2[0]$_DFF_PP0_ | 0.36 | 0 |
| worst min register to register | wr_gray_syn_rd1[3]$_DFF_PP0_ | wr_gray_syn_rd2[3]$_DFF_PP0_ | 0.35 | 0 |
## cell families after synthesis
group	Yosys count	share of synthesized area, %
buffers and inverters	15	2.78
XOR/XNOR	20	6.39
AND/OR/NAND/NOR	40	7.99
adder cells (fa/ha/maj)	12	5.48
flip-flops	68	68.0
multiplexers	1	0.411
AND-OR/OR-AND	31	8.95
## critical path, cell delays in order (launching register included)
cell       delay [ns]
dfrtp_1          0.44
inv_1            0.12
ha_1             0.28
a222oi_1         0.36
a21oi_1          0.14
a2bb2oi_2        0.14
Power and IR drop assume default switching activity.
