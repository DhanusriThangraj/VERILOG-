$ cat design/flow/constraint.sdc
current_design syn_fifo

set clk_period 5.4
set clk_io_pct 0.2

create_clock -name clk0 -period $clk_period [get_ports {clk}]

set non_clock_inputs [all_inputs -no_clocks]
set_input_delay [expr $clk_period * $clk_io_pct] -clock clk0 $non_clock_inputs
set_output_delay [expr $clk_period * $clk_io_pct] -clock clk0 [all_outputs]
$ cat design/flow/design.v
module syn_fifo( input clk,reset,
                 input write_en,read_en,
                 input [7:0]data_in,    
                output reg [7:0]data_out,
                output reg full,empty
               );
  reg [2:0]write_ptr;
  reg [2:0]read_ptr;
  reg [7:0]ram[7:0];
  always @ (posedge clk) begin
    if(reset)begin
      data_out<=0;
      write_ptr<=0;
      read_ptr<=0;
    end
    else begin
      if (write_en&&!full)begin
        ram[write_ptr]<=data_in;
         write_ptr<=write_ptr+1;
      end
      if (read_en&&!empty)begin
        data_out<=ram[read_ptr];
        read_ptr<=read_ptr+1;
      end
    end
  end
assign full = ((write_ptr + 1) % 8 == read_ptr);
assign empty=(read_ptr==write_ptr);
endmodule
$ cat design/flow/run.sh
#!/bin/bash
# OpenROAD 26Q1-2900-gdf79404cd8, Yosys 0.63+post, stock flow scripts
make -C /OpenROAD-flow-scripts/flow DESIGN_CONFIG=/design/flow/config.mk WORK_HOME=/design/flow/orfs finish
$ cat design/flow/config.mk
export PLATFORM = sky130hd
export DESIGN_NAME = syn_fifo
export DESIGN_NICKNAME = syn_fifo
export VERILOG_FILES = /design/flow/design.v
export SDC_FILE = /design/flow/constraint.sdc
export NUM_CORES = 4
export LEC_CHECK = 1
export CORE_UTILIZATION = 30
==> run_results.csv <==
group,metric,value,unit
outcome,outcome,"finished clean",
global_route,grt-ovfl-total,0,
place,dp_cells,344,
timing,grt_setup_unrepaired,"false",
timing,worst_pin_slew,0.7978,ns
synth,yosys_area,3312,um2
worst_hold_path,min_to,"data_out[0]",
final_layout,final_cells,360,
place,numPortBuffers,21,
power,power.total,0.001700,W
synth,numSynthFlops,78,
cts,clockRootBuffer,"clkbuf_8",
cts,clk_pin_slew,0.07,ns
synth,synth_area,3312,um2
cts,cts_tree,"yes",
synth,avgSynthCellArea,16.90,um2
synth,synth_cells,196,
global_route,grt_start_max_net_pins,22,
synth,async_flop_share,0,
critical_path,critical_path_arrival,2.38,ns
final_layout,syn_to_final_growth,16.17,%
die,die_x,107.1,um
route,drtPass1Iterations,4,
timing,setup_ws,1.938,ns
final_layout,final_core_util,0.3661,
die,initial_core_util,0.3152,
final_layout,layout_top_cell,"edfxtp_1",
critical_path,crit_path_start_kind,"register",
synth,ys.flop_type,"edfxtp_1",
job,drv_cap,0,
cts,hold_buffers,0,
route,num_vias,1752,
critical_path,critPathKind,"register to output pin",
power,powerDensity,441.8,nW/um2
worst_hold_path,hold_path.class,"register to register",
global_route,grt.total_usage,0.1188,
critical_path,reg2regPathDepth,4,
route,routedWlPerCell,16.71,um
cts,postCtsResizedCells,0,
timing,max_slew_margin,0.4663,
place,place_congestion,0.7622,
timing,setup_viol,0,
route,antennaDiodeCount,0,
route,antenna_left,0,
cts,cts_buffer_depth,2,
place,hpwl,3966,um
route,wl,6016,um
critical_path,crit_buf_inv,1,
critical_path,cp_slowest_cell,"dfxtp_1",
final_layout,nFillCells,955,
power,p_leak,1.257,nW
job,tool_warnings,25,
place,place_ws,2.082,ns
timing,layout_min_cycle_time,3.462,ns
timing,maxSlewViolCount,0,
critical_path,slowest_delay,0.58,ns
power,vdd_drop_max,211.4,uV
worst_hold_path,whs_path_depth,2,
synth,synth-edff-count,64,
route,vias_per_cell,4.867,
route,drc,0,
timing,fmax,288.8,MHz
global_route,grt_pass1_wl,9549,um
critical_path,r2r-start,"write_ptr[0]",
critical_path,cp_top_family,"flip-flops",
cts,cts_setup_buffers,0,
die,core_area,10510,um2
route,drt_iter0_markers,110,
cts,clock-sinks,78,
die,dieArea,11460,um2
timing,period_used_share,0.6411,
cts,clk_latency,0.35,ns
synth,yosysWarningCount,3,
synth,synth_cell_types,38,
critical_path,crit_chain,"ha_1, xor2_1, nor3_1, clkdlybuf4s50_1",
die,io_pins,22,
timing,fin_worst_skew,0.01077,ns
cts,h-tree-depth,3,
timing,hold_violations,0,
final_layout,drive_above_1_share,0.2188,
final_layout,lay_top_cells,"64 x edfxtp_1, 21 x clkdlybuf4s50_1, 16 x mux4_2",
synth,ys_cells,196,
critical_path,required,4.32,ns
timing,fin_tns_setup,0,ns
critical_path,r2r_slack,2.67,ns
critical_path,path_depth,4,
critical_path,worstPathMaxFanout,11,
global_route,antenna_found_initial,0,
critical_path,rr_endpoint,"ram[1][5]",
worst_hold_path,worstHoldStart,"data_out[0]",
cts,cts_buffers,9,
die,chipHeight,107.1,um
die,fp-row-count,37,
synth,synth_seq_share,0.6649,
global_route,grt_pass1_vias,1787,
critical_path,end_kind,"output pin",
==> area by class of cell <==
class                   count  area [um2]  area share
well taps                 136       170.2     0.04423
repair buffers             25       240.2     0.06244
multi-input cells         103        1031      0.2680
flip-flops and latches     78        2202      0.5724
clock inverters             6       68.82     0.01789
inverters                   2       7.507    0.001951
clock buffers              10       127.6     0.03317
==> power breakdown <==
| group | total (W) | switching [W] | internal, W |
|---|---|---|---|
| clock | 0.000428 | 0.000211 | 0.000217 |
| sequential | 0.000765 | 0.0000474 | 0.000718 |
| combinational | 0.000506 | 0.000248 | 0.000258 |
| total | 0.00170 | 0.000507 | 0.00119 |
==> Yosys cell counts, drive strengths merged, types with 2 or more instances <==
| cell type | n | area share |
|---|---|---|
| nor3b | 2 | 0.0045 |
| nand3b | 2 | 0.0045 |
| edfxtp | 64 | 0.58 |
| o21ai | 2 | 0.0030 |
| o41ai | 8 | 0.021 |
| ha | 2 | 0.0076 |
| dfxtp | 14 | 0.085 |
| inv | 2 | 0.0023 |
| mux2i | 9 | 0.027 |
| mux4 | 16 | 0.11 |
| nand4 | 3 | 0.0057 |
| o21ba | 8 | 0.024 |
| nor3 | 5 | 0.0076 |
| clkbuf | 4 | 0.0045 |
| buf | 9 | 0.017 |
| nand2b | 5 | 0.0094 |
| or4 | 3 | 0.0068 |
| nor2 | 7 | 0.0079 |
| a21oi | 8 | 0.012 |
| nand2 | 5 | 0.0057 |
| xor2 | 4 | 0.011 |
==> logic make-up (layout without fill, tap and decap cells) <==
| group | count (synthesis) | in the layout | synth area share |
|---|---|---|---|
| mux | 26 | 26 | 0.1394 |
| buf+inv | 15 | 43 | 0.02380 |
| fa+ha+maj | 2 | 2 | 0.007555 |
| flops | 78 | 78 | 0.6649 |
| simple gates | 36 | 36 | 0.06007 |
| xor+xnor | 6 | 6 | 0.02304 |
| compound gates | 33 | 33 | 0.08123 |
==> tightest hold or removal path, stage by stage (launching register included) <==
cell	delay, ns
dfxtp_1	0.35
o41ai_1	0.08
a21oi_1	0.10
==> per-stage QoR <==
step	instance area [um2]	hold slack, ns
CTS	3847	0.5765
detailed placement	3651	0.5588
floorplan	3312	0.5040
finish	3847	0.5716
global placement	3651	0.5423
global route	3847	0.6108
==> state kept, by name (all words and copies together) (netlist names) <==
register	count
data_out	8
ram	64
read_ptr	3
write_ptr	3
==> how the worst max path moves through the flow <==
stage       startpoint    to  slack (ns)
4_1_cts   write_ptr[0]  full        1.95
5_1_grt   write_ptr[0]  full        1.77
6_report  write_ptr[0]  full        1.94
==> per-layer routing <==
layer | up-vias | part of all wire | wire (um) | GRT usage
met4 | 0 | 0.010 | 62 | 0.009785
met1 | 849 | 0.40 | 2428 | 0.1506
met2 | 62 | 0.48 | 2908 | 0.1889
met3 | 5 | 0.10 | 617 | 0.07006
met5 | - | 0 | 0 | 0
li1 | 836 | - | - | -
Power is estimated from default activity; no workload was simulated.
