**/design/flow/run.sh**
```bash
#!/bin/bash
# OpenROAD 26Q1-2900-gdf79404cd8, Yosys 0.63+post, stock flow scripts
make -C /OpenROAD-flow-scripts/flow DESIGN_CONFIG=/design/flow/config.mk WORK_HOME=/design/flow/orfs finish
```
**/design/flow/config.mk**
```make
export PLATFORM = sky130hd
export DESIGN_NAME = asyn_fifo
export DESIGN_NICKNAME = asyn_fifo
export VERILOG_FILES = /design/flow/design.v
export SDC_FILE = /design/flow/constraint.sdc
export NUM_CORES = 4
export LEC_CHECK = 1
export CORE_UTILIZATION = 30
```
**/design/flow/constraint.sdc**
```tcl
current_design asyn_fifo

set clk_period 1.6
set clk_io_pct 0.2

create_clock -name clk0 -period $clk_period [get_ports {r_clk}]
create_clock -name clk1 -period $clk_period [get_ports {w_clk}]

set non_clock_inputs [all_inputs -no_clocks]
set_input_delay [expr $clk_period * $clk_io_pct] -clock clk0 $non_clock_inputs
set_output_delay [expr $clk_period * $clk_io_pct] -clock clk0 [all_outputs]
```
**/design/flow/design.v**
```verilog
module asyn_fifo #(parameter N=3,M=7,O=8)(input w_clk,r_clk,
                                          input r_en,w_en,
                                          input full,empty,
                                          input [M:0]din,
                                          input [N:0]bwptr,brptr,
                                          output reg [M:0]dout);
  reg [M:0]asynfifo[0:O-1];
  always @ (posedge w_clk )begin
    if(w_en & !full)begin  
      asynfifo[bwptr[N-1:0]]<=din;
    end
  end
  always @ (posedge r_clk) begin
    if(r_en & !empty)begin
      dout<=asynfifo[brptr[N-1:0]];
    end
  end
endmodule
```
==> changes_impl.md <==
### Physical design

- First-pass GRT wire length: approximately 7100 um
- Antenna diodes: 0
- CTS Sinks: between 70 and 80
- Post-CTS Setup Bufs: 0
- Reg-to-reg setup timing slack: between 70 and 80 ps
- Vias: ~1,300
- Worst Hold Margin: about 710 ps
- Final setup violation count: 0
- Reg-to-Reg End: dout[7]$_DFFE_PP_
- Slew Viols, Final: 0
- R2r worst-path depth: 2
- Initial antenna violation count: 0
- OpenROAD warning count: 29
- Core Footprint: around 8800 um2
- Hold Path Origin: din[5]
- Top cell excl fill/tap: edfxtp_1
- DIE AREA: slightly below 10,000 um2
- Arr. time, crit path: ~1500 ps
- Floorplan core density: 0.315
- Peak VDD IR: 0.337 mV
- Total gr overflow: 0
- CP Launch Type: primary input
- Die Y: between 90 and 100 um
- Setup CP Type: in2reg
- Req. time, crit path: between 1500 and 2000 ps
- Drt via density: about 4.7
- Final wirelength: ~4700 um
- Final WS setup: ~77 ps
- Hold Path End: asynfifo[7][5]$_DFFE_PP_
- Die width: 98.3 um
- RSZ-0062 raised after global routing: false
- Drc violations: 0
- Status: completed
- Sequential fraction of the synthesis area: 0.777
- # rows: 34
- Most common logic cells in the final layout: edfxtp_1, clkdlybuf4s50_1, mux4_1
- Hold WC Path Type: in2reg
- IO Pins: 30
- Largest net degree at the start of global routing: 11
- Worst rel slew slack: 0.816
- WHS Path Cells: 1
- Worst Tran Pin Value: 275 ps
- Setup Slack @ Placement: -525 ps
- Util after Layout: 0.398
- Synthesized area per cell: roughly 24 um2
- # port buffers: 26
- Global placement routability congestion: around 0.7
- Drt wl/cell: ~17 um
- # hold bufs at CTS: 0
- GRT Overall Usage: 0.108
- 1st-iter DRT viols: 27
- Vias in the first global route: between 1,000 and 1,500
- Tot Pwr: 3670 uW
- Final HPWL DP: roughly 2900 um
- Distinct cells, synth: 16
- Post-Syn Instances: about 120
- CTS clock-pin slew for the worst setup and hold paths: approximately 60 ps
- TritonRoute pass-1 iters: 23
- Yosys reg bits: 72
- PD cells: 1040 nW/um2
- Crit Reg-Reg Startpoint: asynfifo[3][7]$_DFFE_PP_
- TritonCTS clock tree: done
- Syn Std Cell Area: 2780 um2
- Critical Path End Type: flip-flop
- Layout cells sized above 1: 0.237
- Area Overhead vs Synth: 26.7%
- Leak: roughly 0.0012 uW
- Ys Warns: 1
- Number of cells in Yosys stat: around 120
- Max Cap Viol: 0
- Yosys chip area: between 2000 and 3000 um2
- Final Hold Violating Endpoints: 0
- Post-DRT Antenna Nets: 0
- CP max FO: 8
-- repair_timing --
action	in CTS	in global routing
endpoints found under the setup margin	8	16
gates resized	7	3
pin swaps	0	1
cloned	2	0
-- per-stage QoR --
step,setup TNS [ps],std cells,cell area [um2]
global placement,-14020,256,3270
detailed placement,-15780,256,3270
global route,0,277,3530
CTS,0,277,3520
floorplan,-11.3,115,2790
finish,0,277,3530
-- worst max-delay path by stage --
stage / start / to / slack, ps / cells after the start
after global routing: w_en / asynfifo[0][0]$_DFFE_PP_ / 30 / 4
final: brptr[0] / dout[7]$_DFFE_PP_ / 80 / 4
after CTS: w_en / asynfifo[0][0]$_DFFE_PP_ / 9 / 4
-- synthesized netlist by cell type --
cell,number,area (um2)
edfxtp_1,72,2160
nand2b_1,2,12.5
nand2_1,1,3.75
mux4_2,1,22.5
or3b_2,1,8.76
buf_12,1,20.0
mux4_1,15,394
clkbuf_1,1,3.75
buf_2,1,5.00
nand3b_1,1,7.51
buf_6,1,11.3
nor2b_1,1,6.26
nor3_1,2,10.0
nor2_1,6,22.5
mux2_2,8,90.1
buf_1,1,3.75
-- cells by family after synthesis --
group / synth area share
flip-flops: 0.777
multiplexers: 0.182
AND/OR/NAND/NOR: 0.0256
buffers and inverters: 0.0157
-- power breakdown --
group / switching [uW] / internal, uW / leakage [uW]
Sequential: 7.62 / 2120 / 0.000653
Combinational: 93.3 / 147 / 0.000432
Clock: 604 / 690 / 0.000102
Total: 705 / 2960 / 0.00119
-- worst max-delay path, stage by stage --
cell and delay, ps:
buf_2 170, buf_12 150, mux4_1 550, mux2_2 290
-- registers in the layout, indices dropped and copies added, names as in the netlist --
| signal | flops |
|---|---|
| dout | 8 |
| asynfifo | 64 |
-- layout make-up --
type / count / area [um2]
clock inverter: 7 / 28.8
timing repair buffer: 40 / 449
sequential: 72 / 2160
fill: 752 / 5320
clock buffer: 12 / 165
multi-input combinational: 38 / 586
tap: 108 / 135
-- layer usage --
metal	up-vias	track usage	part of all wire
met5	-	0	0
met2	60	0.176	0.51
met1	618	0.121	0.36
li1	600	-	-
met4	0	0.0356	0.027
met3	14	0.0632	0.10
Power is estimated from default activity; no workload was simulated.
